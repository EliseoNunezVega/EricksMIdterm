$ cat ./run.sh
#!/bin/bash
# OpenROAD 26Q1-2900-gdf79404cd8, Yosys 0.63+post, stock flow scripts
make -C /OpenROAD-flow-scripts/flow DESIGN_CONFIG=/design/flow/config.mk WORK_HOME=/design/flow/orfs finish
$ cat ./config.mk
export PLATFORM = sky130hd
export DESIGN_NAME = mem_twoport
export DESIGN_NICKNAME = mem_twoport
export VERILOG_FILES = /design/flow/design.v
export SDC_FILE = /design/flow/constraint.sdc
export NUM_CORES = 4
export LEC_CHECK = 1
export CORE_UTILIZATION = 30
export SYNTH_MEMORY_MAX_BITS = 65536
$ cat ./constraint.sdc
current_design mem_twoport

set clk_period 38.2
set clk_io_pct 0.2

create_clock -name clk0 -period $clk_period [get_ports {clk}]

set non_clock_inputs [all_inputs -no_clocks]
set_input_delay [expr $clk_period * $clk_io_pct] -clock clk0 $non_clock_inputs
set_output_delay [expr $clk_period * $clk_io_pct] -clock clk0 [all_outputs]
$ cat ./design.v
`timescale 1ns / 1ps
module mem_twoport(
input logic clk ,
input logic [8:0] ra ,  
input logic [8:0] wa ,  
input logic write ,  
input logic [19:0] d ,  
output logic [19:0] q  
    );    
    logic [19:0] mem [511:0];
    always_ff @(posedge clk) begin  
        if (write)
        mem [wa] <= d;
        else
        q <= mem [ra]; 
        end;
endmodule
==> flow_summary_export.csv <==
group,metric,value,unit
finish,final_design_area_no_fill,0.457,mm^2
worst_hold_path,class_of_the_worst_hold_path,"reg -> reg",
grt,grt_pass1_vias,218155,
clocking,cts_setup_buffers,0,
worst_setup_path,path_class,"in -> reg",
route,drtAntennaViolNets,0,
clocking,cts_inserted_buffers,963,
power_and_ir_drop,power_frac_clock,0.407,
logic_synthesis,post_synth_ao_oa_area_fraction,0.0412,
clocking,tritoncts_num_sinks,10260,
logic_synthesis,number_of_different_library_cells_in_the_post_synthesis_netlist,98,
placement,placed_area,0.426,mm^2
final_timing,worst_hold_slack,1.23,ns
floorplanning,die_height,1160,um
worst_setup_path,worst_ep_required_time,39.13,ns
worst_setup_path,worst_path_max_delay_cell,"nand4_1",
finish,final.fill_count,121312,
final_timing,final_setup_violation_count,0,
logic_synthesis,netlist_instances,19116,
final_timing,report.final.slew_viol_count,2,
worst_setup_path,critPathMaxStageDelay,0.96,ns
power_and_ir_drop,sequentialPowerShare,0.541,
final_timing,fin_worst_skew,0.147,ns
logic_synthesis,synth.cellmix.simpleShare,0.0194,
worst_setup_path,cp-start-kind,"input pin",
route,detail_route.drc_violations,0,
clocking,clkLatencyLatePin,1.19,ns
placement,pre_cts_slack,21.70,ns
finish,flow.area_growth_from_synthesis,14.2,%
logic_synthesis,ys.warnings.count,1,
logic_synthesis,synth.cell_area,0.400,mm^2
flow_run,maxCapViolCount,1,
worst_setup_path,critPathMaxFanout,78,
clocking,clock_path_buffers,5,
outcome,violations,"capacitance limit, slew limit",
worst_setup_path,path_cells,"buf_16 -> buf_4 -> buf_4 -> buf_4 -> buf_4 -> buf_4 -> buf_4 -> buf_4 -> buf_4 -> mux4_1 -> a31oi_1 -> o21ai_0 -> buf_4 -> nand4_1 -> nand4_1 -> and4_1",
final_timing,worst_slack,22.70,ns
logic_synthesis,area_fraction_in_mux_cells,0.146,
grt,grt_pass1_wl,1690000,um
power_and_ir_drop,p_sw,0.00500,W
clocking,depth_of_the_cts_h_tree,6,
final_timing,tns,0,ns
route,routed-via-count,202690,
worst_setup_path,timing.critical_path.arrival,16.43,ns
logic_synthesis,dominantRegCellSynth,"edfxtp_1",
final_timing,post-route-period-util,0.406,
worst_setup_path,crit_path_end_kind,"flip-flop",
grt,grt_start_max_net_pins,133,
logic_synthesis,ys_cells,19116,
logic_synthesis,synth.yosys.chip_area,0.400,mm^2
floorplanning,rows,423,
logic_synthesis,ys_sh_xor,0,
finish,fraction_of_final_layout_cells_with_drive_strength_greater_than_1,0.235,
placement,port_buffers,59,
final_timing,max_slew_margin,-0.0587,
power_and_ir_drop,ir_drop,0.0418,mV
clocking,post_cts_resized,0,
grt,grt-ovfl-total,0,
final_timing,final_period_minus_worst_setup_slack,15.50,ns
power_and_ir_drop,power.density,50.3,mW/mm^2
final_timing,finalHoldViolCount,0,
logic_synthesis,post_synth_tally_of_flip_flops_with_integrated_enable,10260,
power_and_ir_drop,power.internal,0.0179,W
worst_setup_path,critPathMostFrequentCell,"buf_4",
logic_synthesis,seq_area_frac_synth,0.771,
route,drt-initial-drc-count,14324,
placement,routabilityCongestion,0.904,
logic_synthesis,synth_adder_area_share,0,
logic_synthesis,yosys-dominant-comb-family,"multiplexers",
placement,dp_hpwl,744000,um
route,wirelength,1230000,um
route,drtPass1Iterations,22,
outcome,status,"finished with violations",
floorplanning,chip_area,1.34,mm^2
logic_synthesis,ys_async_sr_fraction,0,
floorplanning,coreArea,1.33,mm^2
grt,grt.total_usage,0.194,
final_timing,transition_time_of_the_tightest_slew_check_pin,1.57,ns
floorplanning,floorplan.core_util,0.301,
route,wl_per_cell,31.5,um
route,avgViaCountPerCell,5.20,
grt,antenna_violations_before_repair,114,
floorplanning,die_w,1160,um
clocking,number_of_buffers_inserted_for_hold_repair_after_clock_tree_synthesis,0,
logic_synthesis,yosys_register_bits,10260,
final_timing,clock.fmax,64.5,MHz
clocking,clkTransAtPathRegs,0.07,ns
power_and_ir_drop,p_leak,143,nW
power_and_ir_drop,power_switching_share,0.218,
final_timing,grt_setup_unrepaired,"no",
clocking,ctsRootBufferMaster,"clkbuf_16",
logic_synthesis,syn-mean-instance-area,20.9,um^2
power_and_ir_drop,total_power,0.0230,W
clocking,tritoncts,"built",
floorplanning,pin_count,60,
flow_run,warnings,46,
power_and_ir_drop,share_comb_of_total_power,0.053,
[synth_stat cells (all sizes together), types with 87 or more instances]
cell type | n | share of area
edfxtp | 10260 | 0.77
mux2i | 1875 | 0.047
mux4 | 1685 | 0.096
buf | 756 | 0.018
nor2 | 698 | 0.0066
o221ai | 656 | 0.014
o22ai | 527 | 0.0083
clkbuf | 424 | 0.0048
a21oi | 412 | 0.0052
nand2 | 280 | 0.0026
o21ai | 261 | 0.0033
nor3 | 225 | 0.0028
nand3 | 116 | 0.0015
a31oi | 97 | 0.0015
mux2 | 87 | 0.0025
[placed cells by master (no fill, tap or decap), types with 190 or more instances in the layout]
cell type and n:
a21oi_1 412, buf_4 1334, clkbuf_1 213, clkbuf_16 976, clkinv_1 229, clkinv_2 190
diode_2 217, edfxtp_1 10260, mux2i_1 1875, mux4_2 1538, nand2_1 264, nor2_2 515
nor3_1 214, o21ai_0 244, o221ai_1 651, o22ai_1 521
[per-stage QoR]
| stage | std cells | util |
|---|---|---|
| 5_1_grt | 38925 | 0.344 |
| 6_report | 38965 | 0.344 |
| 2_1_floorplan | 19116 | - |
| 4_1_cts | 38746 | 0.344 |
| 3_5_place_dp | 36992 | 0.321 |
| 3_3_place_gp | 36985 | 0.321 |
[layer usage]
metal	vias up	GRT usage	share of wire
met4	190	0.0768	0.050
met2	15331	0.278	0.45
met3	2455	0.191	0.22
li1	83369	-	-
met1	101345	0.181	0.28
met5	-	0.0307	0.0043
[logic make-up (layout without fill, tap and decap cells)]
| logic type | after synthesis | count (layout) |
|---|---|---|
| mux | 3647 | 3647 |
| buf+inv | 1187 | 3182 |
| simple gates | 1661 | 1661 |
| compound gates | 2361 | 2361 |
| flops | 10260 | 10260 |
| other cells | 0 | 217 |
[worst max-delay path, delay by kind of cell]
| kind | cells | cell delay [ns] |
|---|---|---|
| AND-OR/OR-AND | 2 | 0.50 |
| buffers and inverters | 10 | 5.44 |
| AND/OR/NAND/NOR | 3 | 1.94 |
| multiplexers | 1 | 0.63 |
[registers in the layout, summed over array words and instances (netlist names)]
signal,cells
mem,10240
q,20
[path summary, 6_finish.rpt]
| check | from | to | slack [ns] | cells past startpoint |
|---|---|---|---|---|
| min reg2reg | mem[262][1]$_DFFE_PP_ | q[1]$_DFFE_PN_ | 1.23 | 6 |
| max | ra[0] | q[4]$_DFFE_PN_ | 22.70 | 16 |
| max reg2reg | mem[359][4]$_DFFE_PP_ | q[4]$_DFFE_PN_ | 33.68 | 6 |
| min | mem[262][1]$_DFFE_PP_ | q[1]$_DFFE_PN_ | 1.23 | 6 |
[cell type report]
| class | instances | area, um^2 | area share |
|---|---|---|---|
| well taps | 17637 | 22100 | 0.0483 |
| repair buffers | 1422 | 11300 | 0.0247 |
| clock inverters | 565 | 4980 | 0.0109 |
| clock buffers | 1189 | 25200 | 0.0552 |
| flip-flops and latches | 10260 | 308000 | 0.675 |
| inverters | 6 | 40.0 | 0.0000877 |
| diodes | 217 | 543 | 0.00119 |
| multi-input cells | 7669 | 84300 | 0.185 |
[power groups by stage]
stage / registers, W / clock network (W) / logic [W]
4_1_cts: 0.0124 / 0.00944 / 0.00120
5_1_grt: 0.0124 / 0.00983 / 0.00127
6_report: 0.0124 / 0.00933 / 0.00121
Power is estimated from default activity; no workload was simulated.
