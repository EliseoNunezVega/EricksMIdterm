[./config.mk]
export PLATFORM = sky130hd
export DESIGN_NAME = MotherBrain
export DESIGN_NICKNAME = MotherBrain
export VERILOG_FILES = /design/flow/design.v
export SDC_FILE = /design/flow/constraint.sdc
export NUM_CORES = 4
export LEC_CHECK = 1
export CORE_AREA = 10 10 79 79
export DIE_AREA = 0 0 89 89
[./constraint.sdc]
current_design MotherBrain

set clk_period 1.0
set clk_io_pct 0.2

create_clock -name clk0 -period $clk_period

set non_clock_inputs [all_inputs -no_clocks]
set_input_delay [expr $clk_period * $clk_io_pct] -clock clk0 $non_clock_inputs
set_output_delay [expr $clk_period * $clk_io_pct] -clock clk0 [all_outputs]
[./design.v]
`timescale 1ns / 1ps
module MotherBrain(
   input logic Instructiontype,  
        input logic [31:0] ReadData, 
        output [3:0] ALUopsel,   
        output logic Ms1,
        output logic Ms2,
        output logic WE1,
        output logic WE2,
        output logic [5:0] rs,
        output logic [5:0] rd,
        output logic [3:0] funct,
        output logic [5:0] rt,
        output logic [8:0] Immid,
        output logic [14:0] Immid2
        );
        assign Instructiontype = ReadData[0];
        assign rs =ReadData[6:1];
        assign rd=ReadData[12:7];
        assign funct=ReadData[16:13];
        assign ALUopsel=ReadData[16:13];
        assign Ms1= ReadData[0];
        always@ (ReadData) begin 
        if(Instructiontype==0) begin
        rt=ReadData[22:17];
        Immid=ReadData[31:23];
        end
        if (Instructiontype==1)begin
        Immid2=ReadData[31:17];
        end
        if(funct<=4'b0100|funct<=4'b0110)begin
        Ms2 <= 0;
        end
        else begin
        Ms2 <= 1;
        end
        if(funct<=4'b1111|funct<=4'b0110)begin
        WE1 <= 0;
        end
        else begin
        WE1 <= 1;
        end
        if(funct<=4'b0110)begin
        WE2 <= 1;
        end
        else begin
        WE2 <= 0;
        end
        end
        endmodule
[./run.sh]
#!/bin/bash
# OpenROAD 26Q1-2900-gdf79404cd8, Yosys 0.63+post, stock flow scripts
make -C /OpenROAD-flow-scripts/flow DESIGN_CONFIG=/design/flow/config.mk WORK_HOME=/design/flow/orfs finish
==> results.tsv <==
metric	value	unit
status	aborted with a tool error	
haltStage	synthesis	
error_line	ERROR: Found 1 problems in 'check -assert'.	
yosys_warnings	1	
numSynthFlops	30	
yosysTopAreaCell	dlxtn_1	
yosys_area	642	sq um
top_area_share	35.1	%
yosysCellCount	56	
area_leaders	dlxtn_1 (35%), dlxtp_1 (35%), buf_4 (27%)	
synth_cell_types	6	
[cell usage after synthesis]
| master | instances |
|---|---|
| a31o_1 | 1 |
| conb_1 | 1 |
| dlxtp_1 | 15 |
| buf_4 | 23 |
| dlxtn_1 | 15 |
| a31oi_1 | 1 |
[cell families after synthesis]
logic type,count (synthesis),synth area share (%)
latches,30,70.2
AOI/OAI and AO/OA,2,2.34
buffers and inverters,23,26.9
other,1,0.584
